## /design/flow/config.mk

```make
export PLATFORM = sky130hd
export DESIGN_NAME = TopFSMModule
export DESIGN_NICKNAME = TopFSMModule
export VERILOG_FILES = /design/flow/design.v
export SDC_FILE = /design/flow/constraint.sdc
export NUM_CORES = 4
export LEC_CHECK = 1
export CORE_UTILIZATION = 40
```

## /design/flow/constraint.sdc

```tcl
current_design TopFSMModule

set clk_period 5.3
set clk_io_pct 0.2

create_clock -name clk0 -period $clk_period [get_ports {clk}]

set non_clock_inputs [all_inputs -no_clocks]
set_input_delay [expr $clk_period * $clk_io_pct] -clock clk0 $non_clock_inputs
set_output_delay [expr $clk_period * $clk_io_pct] -clock clk0 [all_outputs]
```

## /design/flow/design.v

```verilog
`timescale 1ns / 1ps
module FiniteStateMachine(
    input wire clk,
    input wire rst,
    output reg [29:0] memAddress,
    output reg readEnable,
    output reg writeEnable,
    output reg [31:0] writeData,
    input  wire [31:0] readData
);
    parameter S0_WAIT      = 2'd0;
    parameter S1_READ      = 2'd1;
    parameter S2_LATCH     = 2'd2;
    parameter S3_COUNTDOWN = 2'd3;
    reg [1:0] state, next_state;
    reg [15:0] count;
    reg [15:0] switch_value;
    parameter SWITCH_ADDR = 30'h00000000;
    parameter LED_ADDR    = 30'h00000004;
    always @(posedge clk or posedge rst) begin
        if (rst)
            state <= S0_WAIT;
        else
            state <= next_state;
    end
    always @(*) begin
        next_state = state;
        case (state)
            S0_WAIT:
                next_state = S1_READ;
            S1_READ:
                if (readData[15:0] != 16'd0)
                    next_state = S2_LATCH;
                else
                    next_state = S0_WAIT;
            S2_LATCH:
                next_state = S3_COUNTDOWN;
            S3_COUNTDOWN:
                if (count == 16'd0)
                    next_state = S0_WAIT;
            default:
                next_state = S0_WAIT;
        endcase
    end
    always @(posedge clk or posedge rst) begin
        if (rst) begin
            count        <= 16'd0;
            switch_value <= 16'd0;
            memAddress   <= 30'd0;
            readEnable   <= 0;
            writeEnable  <= 0;
            writeData    <= 32'd0;
        end
        else begin
            readEnable  <= 0;
            writeEnable <= 0;
            case (state)
                S0_WAIT: begin
                    memAddress <= SWITCH_ADDR;
                    readEnable <= 1;
                end
                S1_READ: begin
                    memAddress <= SWITCH_ADDR;
                    readEnable <= 1;
                end
                S2_LATCH: begin
                    switch_value <= readData[15:0];
                    count        <= readData[15:0];
                end
                S3_COUNTDOWN: begin
                    memAddress  <= LED_ADDR;
                    writeEnable <= 1;
                    writeData   <= {16'd0, count};
                    if (count > 0)
                        count <= count - 1;
                end
            endcase
        end
    end
endmodule
`timescale 1ns / 1ps
module leds(
    input clk,
    input rst,
    input [31:0] writeData,
    input writeEnable,
    input readEnable,
    input [29:0] memAddress,
    output reg [31:0] readData = 0,
    output reg [15:0] leds
);
parameter LED_ADDR = 30'h00000004;
always @(posedge clk or posedge rst) begin
    if (rst) begin
        leds <= 16'd0;
    end
    else begin
        if (writeEnable && memAddress == LED_ADDR) begin
            leds <= writeData[15:0];
        end
    end
end
always @(*) begin
    if (readEnable && memAddress == LED_ADDR)
        readData = {16'd0, leds};
    else
        readData = 32'd0;
end
endmodule
`timescale 1ns / 1ps
module switches(
    input clk,
    input rst,
    input [15:0] btns,
    input [31:0] writeData,
    input writeEnable,
    input readEnable,
    input [29:0] memAddress,
    input [15:0] switches,
    output reg [31:0] readData
);
parameter SWITCH_ADDR = 30'h00000000;
always @(*) begin
    if (readEnable && memAddress == SWITCH_ADDR)
        readData = {16'd0, switches};
    else
        readData = 32'd0;
end
endmodule
`timescale 1ns / 1ps
module TopFSMModule(
    input  wire clk,
    input  wire rst,
    input  wire [15:0] switches,
    input  wire [15:0] btns,    
    output wire [15:0] leds_out
);
    wire [31:0] writeData;
    wire [31:0] readData;
    wire [29:0] memAddress;
    wire writeEnable;
    wire readEnable;
    wire [31:0] switchReadData;
    wire [31:0] ledReadData;
    FiniteStateMachine fsm_inst (
        .clk(clk),
        .rst(rst),
        .memAddress(memAddress),
        .readEnable(readEnable),
        .writeEnable(writeEnable),
        .writeData(writeData),
        .readData(readData)
    );
    switches sw_inst (
        .clk(clk),
        .rst(rst),
        .btns(btns),
        .writeData(32'b0),
        .writeEnable(1'b0),
        .readEnable(readEnable),
        .memAddress(memAddress),
        .switches(switches),
        .readData(switchReadData)
    );
    leds led_inst (
        .clk(clk),
        .rst(rst),
        .writeData(writeData),
        .writeEnable(writeEnable),
        .readEnable(readEnable),
        .memAddress(memAddress),
        .readData(ledReadData),
        .leds(leds_out)
    );
    assign readData =
        (memAddress == 30'h00000000) ? switchReadData :
        (memAddress == 30'h00000004) ? ledReadData :
        32'b0;
endmodule
```

## /design/flow/run.sh

```bash
#!/bin/bash
# OpenROAD 26Q1-2900-gdf79404cd8, Yosys 0.63+post, stock flow scripts
make -C /OpenROAD-flow-scripts/flow DESIGN_CONFIG=/design/flow/config.mk WORK_HOME=/design/flow/orfs finish
```

==> results.toml <==
# generated from flow reports
[cts]
htree_levels = 2
root_buffer = "clkbuf_8"
clock.latency.late_pin_ps = 310
cts_num_sinks = 56
post_cts_buffers = 0
path_clk_slew_ps = 90
cts_buffer_depth = 2
cts_tree = "yes"
cts_buffers = 5
cts-resized-gates = 0
ctsHoldBuffers = 0

[route]
viasPerCell = 5.64
antenna_left = 0
drt_iter0_drc = 57
wl_mm = 6.03
wire_per_inst_um = 17.1
num_antenna_cells = 0
num_vias = 1990
drc = 0
firstDrtPassIters = 4

[job]
tool_warnings = 42
drv_cap = 0

[synth]
synth_seq_share_pct = 50.5
ys_cells = 245
top_area_cell = "dfrtp_1"
yosys-top-cells-count = "dfrtp_1, mux2_2, a211oi_1"
avgSynthCellArea_um2 = 11.3
edf_count = 0
async_flop_share_pct = 100
synthFlopType = "dfrtp_1"
yosysWarnings = 3
synth_area_um2 = 2780
synthCells = 245
top_area_share_pct = 48.6
yosys_area_um2 = 2780
ys_top_cells_by_area = "dfrtp_1, mux2_2, a211oi_1"
ys_types = 37
top_cell = "dfrtp_1"
numSynthFlops = 56

[sta]
min_period_ps = 2400
holdWs_ps = 406
hold_viol_final = 0
setup_viol = 0
fmax_mhz = 417
finalSetupTns_ps = 0
finalCritPeriodShare_pct = 45.3
max-slew-margin-rel_pct = 47.7
clock_skew_ps = 8.18
maxSlewViolCount = 0
rsz0062_at_grt = "no"
worstMarginPinSlew_ps = 783

[floorplan]
die_x_um = 85.4
die_h_um = 85.4
coreArea_um2 = 6760
io_pins = 50
chip_area_um2 = 7290
initCoreUtil_pct = 41.1
num_rows = 30

[placed_design]
gp_congestion = 0.866
dp_cells = 345
port-buffer-count = 33
hpwl_mm = 4.10

[power_and_ir_drop]
ir_drop_v = 0.000181
leakagePower_nw = 1.26
power.density_nw_per_um2 = 388

[final_layout]
fin_cells = 353
layout.core_utilization_pct = 48.4
syn_to_final_growth_pct = 17.7
drive_gt1_share_pct = 19.0

[global_routing]
grt-ovfl-total = 0
antenna_found_initial = 0
grt_use_total_pct = 18.2
grt_max_degree = 57
grt_pass1_wl_mm = 10.1
grt_pass1_vias = 1907

[setup_path]
cp_max_fo = 18
worst_ep_required_time_ps = 5500
critPathLaunchType = "register"
crit_type = "register to register"
path_cells = "and2_0 > buf_4 > a32o_1 > nor4_1 > nand4_1 > and2_1"
end_kind = "register"
arrival_ps = 2600
slowest_stage = "dfrtp_1"
max_stage_delay_ps = 650

[hold_path]
hp-class = "register to register"

[outcome]
status = "completed"
[power by group]
part | internal (mW) | switching [mW]
logic | 0.228 | 0.100
clock network | 0.107 | 0.137
registers | 0.558 | 0.138
[cell families (layout without fill, tap and decap cells)]
| family | Yosys count | count (layout) | synth area share (%) |
|---|---|---|---|
| AND-OR/OR-AND | 58 | 58 | 15.5 |
| flip-flops | 56 | 56 | 50.5 |
| AND/OR/NAND/NOR | 61 | 61 | 13.2 |
| adder cells (fa/ha/maj) | 2 | 2 | 0.900 |
| buffers and inverters | 25 | 53 | 3.47 |
| XOR/XNOR | 10 | 10 | 3.15 |
| multiplexers | 33 | 33 | 13.3 |
[area by class of cell]
type / instances / area, µm²
repair buffers: 38 / 368
clock buffers: 7 / 86.3
well taps: 80 / 100
clock inverters: 1 / 7.51
flip-flops and latches: 56 / 1400
multi-input cells: 164 / 1280
fillers: 607 / 3480
inverters: 7 / 26.3
[worst max-delay path: cells and delay by family (launching register included)]
family,cells,cell delay (ps)
compound gates,1,250
buf+inv,1,230
simple gates,4,1170
flops,1,650
[through the flow]
stage,worst slack (ps),area [µm²],total power [mW]
detailed placement,2690,3180,1.03
floorplan,2870,2780,0.873
finish,2900,3270,1.27
CTS,2910,3270,1.28
global placement,2660,3180,1.03
global route,2790,3270,1.36
[state kept, by name, summed over array words and instances, names as in the netlist]
| name | count |
|---|---|
| fsm_inst.state | 4 |
| fsm_inst.memAddress | 2 |
| fsm_inst.writeEnable | 1 |
| led_inst.leds | 16 |
| fsm_inst.readEnable | 1 |
| fsm_inst.writeData | 16 |
| fsm_inst.count | 16 |
[cell usage in the layout (no fill, tap or decap), types with 2 or more instances in the layout]
master / n
a211oi_1: 20
a21o_1: 2
a21oi_1: 13
a31oi_1: 3
a32o_1: 15
buf_4: 5
clkbuf_8: 6
clkdlybuf4s50_1: 33
dfrtp_1: 54
dfstp_2: 2
ha_1: 2
inv_1: 6
mux2_2: 32
nand2_1: 8
nand3_1: 2
nand4_1: 3
nor2_1: 9
nor2b_1: 14
nor3_1: 6
nor4_1: 7
o21ai_0: 3
xnor2_1: 8
xor2_1: 2
[layer usage]
layer	GRT usage (%)	part of all wire [%]	vias up
li1	-	-	966
met1	30.4	51	980
met2	27.4	44	39
met3	2.96	4.1	5
met4	1.52	0.98	0
met5	0	0	-
[final timing paths]
check                      cells after the start  slack [ps]                       endpoint                           from
setup / recovery                               6        2900    fsm_inst.state[1]$_DFF_PP0_  fsm_inst.readEnable$_DFF_PP0_
hold / removal                                 0         410    fsm_inst.state[2]$_DFF_PP0_    fsm_inst.state[0]$_DFF_PP1_
setup reg to reg                               6        2900    fsm_inst.state[1]$_DFF_PP0_  fsm_inst.readEnable$_DFF_PP0_
hold reg to reg                                0         410    fsm_inst.state[2]$_DFF_PP0_    fsm_inst.state[0]$_DFF_PP1_
max in group asynchronous                      3        3580   led_inst.leds[9]$_DFFE_PP0P_                            rst
min in group asynchronous                      3        1260  led_inst.leds[15]$_DFFE_PP0P_                            rst
Power is estimated from default activity; no workload was simulated.
